File: /design/flow/design.v
`timescale 1ns / 1ps
module display(
    input wire clk, reset,
    input wire up, down, left, right,
    output wire h_sync, v_sync,
    output wire [2:0] rgb
);
    wire [9:0] coord_x, coord_y;
    wire active_area;
    reg clk_25;
    always @(posedge clk)
    begin
        clk_25 <= ~clk_25;
    end
    vga_controller vga_controller_unit(
        .clk_25(clk_25), .reset(reset), .h_sync(h_sync), .v_sync(v_sync),
        .coord_x(coord_x), .coord_y(coord_y), .active_area(active_area)
    );
    graphics graphics_unit(
        .clk(clk), .reset(reset),
        .up(up), .down(down), .left(left), .right(right),
        .coord_x(coord_x), .coord_y(coord_y),
        .active_area(active_area), .rgb(rgb)
    );
endmodule
`timescale 1ns/1ps
module graphics (
    input  wire        clk,
    input  wire        reset,
    input  wire        up,
    input  wire        down,
    input  wire        left,
    input  wire        right,
    input  wire        active_area,
    input  wire [9:0]  coord_x,
    input  wire [9:0]  coord_y,
    output reg  [2:0]  rgb
);
reg [9:0] ball_x;
reg [9:0] ball_y;
reg dir_x;
reg dir_y;
reg [21:0] counter;
parameter RADIUS = 15;
parameter MAX_X = 640;
parameter MAX_Y = 480;
always @(posedge clk or posedge reset) begin
    if (reset) begin
        ball_x <= 100;
        ball_y <= 100;
        dir_x <= 0;
        dir_y <= 0;
        counter <= 0;
    end else begin
        counter <= counter + 1;
        if (counter == 22'd200_000) begin
            counter <= 0;
            if (dir_x == 0)
                ball_x <= ball_x + 2;
            else
                ball_x <= ball_x - 2;
            if (dir_y == 0)
                ball_y <= ball_y + 2;
            else
                ball_y <= ball_y - 2;
            if (ball_x <= RADIUS)
                dir_x <= 0;
            else if (ball_x >= MAX_X - RADIUS)
                dir_x <= 1;
            if (ball_y <= RADIUS)
                dir_y <= 0;
            else if (ball_y >= MAX_Y - RADIUS)
                dir_y <= 1;
        end
    end
end
wire signed [10:0] dx;
wire signed [10:0] dy;
wire [21:0] dist_sq;
assign dx = coord_x - ball_x;
assign dy = coord_y - ball_y;
assign dist_sq = dx*dx + dy*dy;
always @(posedge clk or posedge reset) begin
    if (reset) begin
        rgb <= 3'b000;
    end
    else begin
        if (!active_area)
            rgb <= 3'b000;
        else begin
            if (dist_sq < RADIUS*RADIUS)
                rgb <= 3'b001;  
            else
                rgb <= 3'b000;
        end
    end
end
endmodule
`timescale 1ns / 1ps
module vga_controller(
    input  wire clk_25, reset,
    output reg h_sync, v_sync,
    output reg [9:0] coord_x, coord_y,
    output reg active_area
);
    localparam LEFT_PORCH		= 	48;
    localparam ACTIVE_WIDTH		= 	640;
    localparam RIGHT_PORCH		= 	16;
    localparam HORIZONTAL_SYNC	=	96;
    localparam TOTAL_WIDTH		=	800;
    localparam TOP_PORCH		= 	33;
    localparam ACTIVE_HEIGHT	= 	480;
    localparam BOTTOM_PORCH		= 	10;
    localparam VERTICAL_SYNC	=	2;
    localparam TOTAL_HEIGHT		=	525;
    reg h_sync_next, v_sync_next;
    reg [9:0] coord_x_next, coord_y_next;
    reg active_area_next;
    always @(posedge clk_25)
    begin
        if(reset)
        begin
            h_sync <= 0;
            v_sync <= 0;
            coord_x <= 0;
            coord_y <= 0;
            active_area <= 0;
        end
        else
        begin
            h_sync <= h_sync_next;
            v_sync <= v_sync_next;
            coord_x <= coord_x_next;
            coord_y <= coord_y_next;
            active_area <= active_area_next;
        end
    end
    always @(*)
    begin
        h_sync_next = coord_x >= RIGHT_PORCH + ACTIVE_WIDTH && 
                      coord_x < RIGHT_PORCH + ACTIVE_WIDTH + HORIZONTAL_SYNC;
        v_sync_next	= coord_y >= TOP_PORCH + ACTIVE_HEIGHT && 
                      coord_y < TOP_PORCH + ACTIVE_HEIGHT + VERTICAL_SYNC;
        if(coord_x == TOTAL_WIDTH - 1)
        begin
            coord_x_next = 0;
            if(coord_y == TOTAL_HEIGHT - 1)
                coord_y_next = 0;
            else
                coord_y_next = coord_y + 1;
        end
        else
        begin
            coord_x_next = coord_x + 1;
            coord_y_next = coord_y;
        end
        active_area_next = coord_x < ACTIVE_WIDTH && coord_y < ACTIVE_HEIGHT;
    end
endmodule
File: /design/flow/run.sh
#!/bin/bash
# OpenROAD 26Q1-2900-gdf79404cd8, Yosys 0.63+post, stock flow scripts
make -C /OpenROAD-flow-scripts/flow DESIGN_CONFIG=/design/flow/config.mk WORK_HOME=/design/flow/orfs finish
File: /design/flow/config.mk
export PLATFORM = sky130hd
export DESIGN_NAME = display
export DESIGN_NICKNAME = display
export VERILOG_FILES = /design/flow/design.v
export SDC_FILE = /design/flow/constraint.sdc
export NUM_CORES = 4
export LEC_CHECK = 1
export CORE_UTILIZATION = 40
File: /design/flow/constraint.sdc
current_design display

set clk_period 18.0
set clk_io_pct 0.2

create_clock -name clk0 -period $clk_period [get_ports {clk}]

set non_clock_inputs [all_inputs -no_clocks]
set_input_delay [expr $clk_period * $clk_io_pct] -clock clk0 $non_clock_inputs
set_output_delay [expr $clk_period * $clk_io_pct] -clock clk0 [all_outputs]
==> impl_metrics.json <==
{
  "synthAoiAreaFrac_pct": 7.446,
  "drv_cap": 0,
  "start_kind": "flip-flop",
  "ir_drop_mv": 0.03536,
  "gp_congestion": 0.9194,
  "fin_skew_ps": 6.224,
  "log.warning_count": 39,
  "clkSlewWorstSetupHoldPaths_ps": 70,
  "groute.usage.overall_pct": 18.31,
  "mux_share_pct": 0.2418,
  "crit_required_ps": 18180,
  "max_slew_margin_pct": 46.31,
  "end_kind": "flip-flop",
  "synth_chip_area_sq_um": 12420,
  "cp_slowest_cell": "dfstp_2",
  "p_per_area_nw_per_um2": 16.00,
  "fillers": 2979,
  "ys_cells": 1342,
  "synth_area_sq_um": 12420,
  "total_power_w": 0.0002103,
  "critPathMaxStageDelay_ps": 570,
  "placed_area_sq_um": 12970,
  "antenna_found_initial": 1,
  "min_period_ps": 10190,
  "cp.arrival_ps": 10370,
  "overflow": 0,
  "post_drt_wl_per_cell_um": 13.91,
  "first_global_vias": 8879,
  "ios": 11,
  "hold_buffers": 0,
  "clockBufferDepth": 2,
  "rsz0062_at_grt": "no",
  "worst_pin_slew_ps": 802.7,
  "postCtsSetupBuffers": 0,
  "tritoncts": "yes",
  "synthXorXnorAreaFrac_pct": 6.418,
  "crit_type": "flip-flop to flip-flop",
  "setup.worst_path.start": "graphics_unit.ball_y[2]",
  "postSynthCellCount": 1342,
  "dp_slack_ps": 7751,
  "max_freq_mhz": 98.15,
  "viasPerCell": 4.780,
  "numCtsBuffers": 5,
  "ys_ff": 67,
  "synth-main-ff-cell": "dfrtp_1",
  "r2r-start": "graphics_unit.ball_y[2]",
  "cts_resized": 0,
  "slew_viol_final": 0,
  "grt-busiest-layer": "met2",
  "hold_viol": 0,
  "final-seq-area_sq_um": 1564,
  "grt.met2_usage_pct": 27.27,
  "p_leak_nw": 6.578,
  "synthDistinctLibCells": 72,
  "grt_max_degree": 41,
  "numPortBuffers": 4,
  "fin_ws_ps": 7811,
  "grtUsageMet3_pct": 7.692,
  "untimed_endpoints": 25,
  "antenna_cells_inserted": 0,
  "die-width_um": 178.2,
  "dieArea_sq_um": 31750,
  "final_antenna_net_count": 0,
  "outcome": "finished, final reports clean",
  "synth_warnings": 3,
  "setup_viol": 0,
  "clock_latency_ps": 290,
  "synthArstFlopShare_pct": 64.18,
  "area_growth_pct": 5.834,
  "worstPathMaxFanout": 17,
  "fp.dieH_um": 178.2,
  "hold_path_class": "flip-flop to flip-flop",
  "met1_usage_pct": 26.86,
  "cts-root-buf": "clkbuf_16",
  "core_sq_um": 30590,
  "core.rowCount": 64,
  "unclocked_pins": 23,
  "adder_share_pct": 50.68,
  "fp_util_pct": 40.60,
  "logic_area_sq_um": 9513,
  "syn_area_per_cell_sq_um": 9.253,
  "htreeDepth": 2,
  "period_used_pct": 56.60,
  "simple_gate_area_share_pct": 11.72,
  "setup_tns_ps": 0,
  "hp-start": "graphics_unit.ball_y[9]",
  "drt-total-wl_mm": 24.28,
  "drt_iter0_drc": 284,
  "vias": 8346,
  "dp_hpwl_mm": 21.40,
  "drtPass1Iterations": 6,
  "drive_above_1_share_pct": 3.481,
  "ys_seq_share_pct": 12.59,
  "synth-edff-count": 0,
  "synthTopLogicFamily": "adder cells",
  "final_cell_area_sq_um": 13140,
  "drc": 0,
  "grt_pass1_wl_mm": 43.64
}
==> layout make-up <==
class	instances	area share (%)
inverter	336	9.596
clock buffer	5	0.9520
clock inverter	3	0.3522
sequential	67	11.90
multi-input combinational	922	72.38
timing repair buffer	17	1.047
tap	396	3.770
==> flip-flops by register name, summed over array words and instances (netlist names) <==
name                             cells
graphics_unit.ball_x                 9
graphics_unit.ball_y                 9
graphics_unit.dir_x                  1
graphics_unit.dir_y                  1
graphics_unit.rgb                    1
vga_controller_unit.active_area      1
graphics_unit.counter               22
clk_25                               1
vga_controller_unit.coord_x         10
vga_controller_unit.h_sync           1
vga_controller_unit.v_sync           1
vga_controller_unit.coord_y         10
==> placed cells by master (no fill, tap or decap), types with 5 or more instances in the layout <==
master,count
a21o_1,13
a21oi_1,38
and2_1,6
and3_1,8
buf_4,13
clkbuf_16,5
clkinv_1,7
dfrtp_1,37
dfstp_2,6
dfxtp_1,24
fa_1,240
ha_1,119
inv_1,327
nand2_1,109
nand3_1,15
nand4_1,14
nor2_1,116
nor2b_1,10
nor3_1,13
nor4_1,7
o21ai_0,43
or3_1,7
xnor2_1,56
xor2_1,35
==> final timing paths <==
kind	endpoint	slack [ps]	cells after the start
max in group asynchronous	graphics_unit.ball_x[2]	13310	3
setup / recovery	graphics_unit.rgb[0]	7810	31
hold / removal	graphics_unit.ball_y[9]	480	1
setup reg to reg	graphics_unit.rgb[0]	7810	31
min in group asynchronous	graphics_unit.ball_y[4]	3940	2
hold reg to reg	graphics_unit.ball_y[9]	480	1
==> synthesized netlist by cell type, types with 3 or more instances <==
master	n	share of area, %
o21ai_0	43	1.7
inv_1	328	9.9
nand2_1	109	3.3
dfxtp_1	24	3.9
mux2i_1	3	0.24
nor2b_1	10	0.50
a21oi_1	38	1.5
o31ai_1	4	0.24
nor3_1	14	0.56
o21bai_1	4	0.24
dfstp_2	6	1.3
clkbuf_1	11	0.33
nand4_1	14	0.71
nand2b_1	4	0.20
nand3_1	15	0.60
fa_1	240	39
xnor2_1	56	3.9
clkinv_1	7	0.21
nand3b_1	3	0.18
dfrtp_1	37	7.5
a21o_2	3	0.21
buf_4	3	0.18
a21o_1	13	0.79
xor2_1	35	2.5
o21a_1	4	0.24
nor4_1	7	0.35
ha_1	119	12
and3_1	8	0.40
nor2_1	116	3.5
or3_1	7	0.35
and2_1	6	0.30
==> per-stage QoR <==
stage / util (%) / cells / hold WS, ps
5_1_grt: 42.96 / 1746 / 493.9
3_3_place_gp: 42.40 / 1738 / 461.6
4_1_cts: 42.96 / 1746 / 483.4
2_1_floorplan: - / 1343 / 445.0
6_report: 42.96 / 1746 / 483.4
3_5_place_dp: 42.40 / 1738 / 469.5
==> metal layers <==
layer  up-vias  wire [um]
met5         -          0
met4         0        368
met3        25       2190
met2       198      11050
met1      3997      10670
li1       4126          -
==> kinds of logic (layout without fill, tap and decap cells) <==
| group | Yosys count | count (layout) |
|---|---|---|
| adders and majority gates | 359 | 359 |
| buffers and inverters | 354 | 361 |
| and+or+nand+nor | 324 | 324 |
| AOI/OAI and AO/OA | 143 | 143 |
| xor gates and xnor gates | 91 | 91 |
| DFF | 67 | 67 |
| muxes | 3 | 3 |
| other | 1 | 2 |
==> critical path: cells and delay by family, from the launching register on <==
family                   cells  cell delay [ps]
adder cells (fa/ha/maj)      9             4340
AND/OR/NAND/NOR              4             1030
buffers and inverters        7             1340
AND-OR/OR-AND               11             2790
flip-flops                   1              570
==> report_power, final <==
group | switching (W) | leakage (nW) | internal [W]
combinational | 0.00000309 | 5.73 | 0.000000715
sequential | 0 | 0.764 | 0.0000989
clock | 0.0000416 | 0.0804 | 0.0000660
total | 0.0000447 | 6.58 | 0.000166
Power is estimated from default activity; no workload was simulated.
